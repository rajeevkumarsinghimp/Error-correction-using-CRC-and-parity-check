### config.mk
export PLATFORM = sky130hd
export DESIGN_NAME = transmitter
export DESIGN_NICKNAME = transmitter
export VERILOG_FILES = /design/flow/design.v
export SDC_FILE = /design/flow/constraint.sdc
export NUM_CORES = 4
export LEC_CHECK = 1
export CORE_AREA = 10 10 70 70
export DIE_AREA = 0 0 80 80
### constraint.sdc
current_design transmitter

set clk_period 1.0
set clk_io_pct 0.2

create_clock -name clk0 -period $clk_period [get_ports {clk}]

set non_clock_inputs [all_inputs -no_clocks]
set_input_delay [expr $clk_period * $clk_io_pct] -clock clk0 $non_clock_inputs
set_output_delay [expr $clk_period * $clk_io_pct] -clock clk0 [all_outputs]
### design.v
module Crc (
    input wire [14:0] crccheck,   
    input wire clk,               
    input wire reset,             
    output reg [3:0] temp         
);
    reg A, B, C, D;   
    reg [3:0] cnt;    
    always @(posedge clk or posedge reset) begin
        if (reset) begin
            A <= 0;
            B <= 0;
            C <= 0;
            D <= 0;
            cnt <= 0;
            temp <= 4'b0000;   
        end else if (cnt < 15) begin
            D <= C;
            C <= B;
            B <= A ^ D;
            A <= crccheck[14 - cnt] ^ D;
            cnt <= cnt + 1;
        end
    end
    always @* begin
        temp = {D, C, B, A};   
    end
endmodule
module transmitter (
    input wire [14:0] data_tr,   
    input wire clk,              
    input wire reset,            
    output reg [14:0] data_out   
);
    wire [3:0] temp;   
    Crc crc_inst (
        .crccheck(data_tr),
        .clk(clk),
        .reset(reset),
        .temp(temp)
    );
    always @(posedge clk or posedge reset) begin
        if (reset) begin
            data_out <= 15'b0;   
        end else begin
            data_out <= data_tr;     
            data_out[3:0] <= temp;   
        end
    end
endmodule
### run.sh
#!/bin/bash
# OpenROAD 26Q1-2900-gdf79404cd8, Yosys 0.63+post, stock flow scripts
make -C /OpenROAD-flow-scripts/flow DESIGN_CONFIG=/design/flow/config.mk WORK_HOME=/design/flow/orfs finish
==> run notes <==
run results: Tool Warnings 29, worst path required time 800 ps, critical path's top delay family flip-flops, die area 6400 um^2, Net Sw Frac 19.8%, min cycle time layout 937 ps, comb area leader buffers and inverters, mapped cell area 313 um^2, Buffers on Ports 23, yosys xor share 0%, final cell count without fillers 90, die y size 80 um, htree depth 1, Hold Crit Class in2async, crit-path max cell delay 360 ps, CTS Sinks 11, num ports 32, register share after synthesis 88.0%, Power Dens Cells 1510 nW/um^2, register share of total power 55.7%, Comb power frac 9.1%, Achievable Freq 1.07 GHz, via/cell ratio 2.30, CP startpoint kind flop, final tally of hold violations 0, mux share 0%, Worst path slowest cell dfrtp_1, Cell Int Power 0.000679 W, Final ANT Viol Nets 0, TritonCTS Buffers 3, Basic Gates by Area 0%, kind of critical path reg2out, Yosys Instances 17, Crit. End Element primary output, core area 3420 um^2, Buf+Inv Stages, Crit Path 1, vias in the first global route 241, layout cell share with drive strength beyond 1 34.1%, Fin Hold WS 212 ps, Root Buffer clkbuf_4, Post-DP Area 589 um^2, CP Max Fanout 1, clock-pin slew on the worst setup and hold paths 70 ps, DP Cell Count 86, CTS Buffer Depth 2, fin area 561 um^2, Pwr Total 0.000846 W, initial antenna violation count 0, RSZ-0062 raised after global routing no, Worst VDD drop 0.239 mV, period utilization 93.7%, Yosys reg bits 11, Routed wire per std cell 10.1 um, Synth Warn # 10, largest registers data_out x11, Vias 207, largest net degree at the start of global routing 12, first-pass GRT wire length 1.39 mm, clock power share 35.2%, Global Route Usage Sum 2.85%, Avg Synthesized Cell Area 18.4 um^2, Die X 80 um, Arrival @ worst endpoint 740 ps, Reg with most FFs data_out, Post-route DRC 0, Psw 0.000168 W, post-CTS setup buffer count 0, FP Core Util 9.16%, setup TNS 0 ps, Layout area overhead 79.2%, Yosys chip area 313 um^2, WL final 910 um, antenna diode count 0, CP Launch Point data_out[10], Post-Synth AOI/OAI Area 0%, CTS tree built, RePlAce Congestion 0.639, # rows 21, outcome complete, no violations, total grt overflow 0, Max Cap Violations 0, pins over their slew limit 0, setup violators final 0, cell breakdown of the critical path buf_2, max reg flops 11, DR iter-0 viols 2, drt pass-1 iters 2, Gate Count Post-Synth 17, Leakage 0.256 nW, yosys adder share 0%, Synth cell types 4, Post-DP HPWL 814 um
==> stage by stage <==
step                      util (%)  setup WS, ps
final                         16.4          63.2
after detailed placement      17.3          10.1
after global placement        17.3          13.3
after CTS                     16.4          43.2
after floorplan                  -           488
after global routing          16.4          9.99
==> power by group through the flow <==
stage | registers, W | logic (W) | clock network (W)
6_report | 0.000471 | 0.0000769 | 0.000298
5_1_grt | 0.000473 | 0.0000864 | 0.000343
4_1_cts | 0.000472 | 0.0000813 | 0.000313
==> worst paths after layout <==
check                               end  slack (ps)  depth (start not counted)
setup / recovery           data_out[10]          60                          1
hold / removal             data_out[11]         210                          3
max in group asynchronous   data_out[9]         640                          3
min in group clk0           data_out[7]         370                          1
==> synthesized netlist by cell type <==
library cell / count / area share, %
dfrtp_1: 11 / 88
buf_4: 4 / 9.6
conb_1: 1 / 1.2
inv_1: 1 / 1.2
==> cell families after synthesis <==
kind of cell	after synthesis
flops	11
buf+inv	5
other cells	1
==> cell type report <==
class | instances | area (um^2)
clock buffers | 4 | 26.3
fillers | 394 | 2860
inverters | 1 | 3.75
multi-input cells | 4 | 15.0
flip-flops and latches | 11 | 275
well taps | 46 | 57.6
repair buffers | 24 | 183
==> cells in the final DEF (no fill, tap or decap) <==
cell,Yosys,layout
clkbuf_1,0,1
clkdlybuf4s50_1,0,12
dfrtp_1,11,11
conb_1,1,4
buf_4,4,1
clkbuf_4,0,3
inv_1,1,1
buf_2,0,11
==> repair_timing <==
item                                    CTS  global route
hold buffers                              0             0
gates resized                            33             0
endpoints found under the setup margin   11             0
==> layer usage <==
metal	track usage (%)	vias up	wire (um)	share of wire [%]
met5	0	-	0	0
li1	-	94	-	-
met2	4.98	8	547	60
met1	3.01	103	302	33
met4	0.704	0	14	1.5
met3	1.36	2	46	5.1
Power is estimated from default activity; no workload was simulated.
