==> ./design.v <==
module ParityChecker (
    input wire [14:0] data,  
    output reg parity        
);
    always @* begin
        parity = ^data;  
    end
endmodule
module Crc (
    input wire [14:0] crccheck,   
    input wire clk,               
    input wire reset,             
    output reg [3:0] temp         
);
    reg A, B, C, D;   
    reg [3:0] cnt;    
    always @(posedge clk or posedge reset) begin
        if (reset) begin
            A <= 0;
            B <= 0;
            C <= 0;
            D <= 0;
            cnt <= 0;
            temp <= 4'b0000;   
        end else if (cnt < 15) begin
            D <= C;
            C <= B;
            B <= A ^ D;
            A <= crccheck[14 - cnt] ^ D;
            cnt <= cnt + 1;
        end
    end
    always @* begin
        temp = {D, C, B, A};   
    end
endmodule
module receiver (
    input wire [14:0] data_re,   
    input wire clk,              
    input wire reset,            
    output reg [14:0] data_out,  
    output reg error             
);
    wire [3:0] temp;          
    wire computed_parity;     
    reg [14:0] data_temp;     
    Crc crc_inst (
        .crccheck(data_re),
        .clk(clk),
        .reset(reset),
        .temp(temp)
    );
    ParityChecker parity_checker_inst (
        .data(data_re),
        .parity(computed_parity)
    );
    always @(posedge clk or posedge reset) begin
        if (reset) begin
            data_out <= 15'b0;   
            data_temp <= 15'b0;  
            error <= 0;          
        end else begin
            if (computed_parity == 1'b1) begin
                error <= 1;  
                data_temp <= data_re;   
                case (temp)
                    4'b0001: data_temp[0] <= ~data_re[0];
                    4'b0010: data_temp[1] <= ~data_re[1];
                    4'b0011: data_temp[4] <= ~data_re[4];
                    4'b0100: data_temp[2] <= ~data_re[2];
                    4'b0101: data_temp[8] <= ~data_re[8];
                    4'b0110: data_temp[5] <= ~data_re[5];
                    4'b0111: data_temp[10] <= ~data_re[10];
                    4'b1000: data_temp[3] <= ~data_re[3];
                    4'b1001: data_temp[14] <= ~data_re[14];
                    4'b1010: data_temp[9] <= ~data_re[9];
                    4'b1011: data_temp[7] <= ~data_re[7];
                    4'b1100: data_temp[6] <= ~data_re[6];
                    4'b1101: data_temp[13] <= ~data_re[13];
                    4'b1110: data_temp[11] <= ~data_re[11];
                    4'b1111: data_temp[12] <= ~data_re[12];
                    default: data_temp <= data_re;  
                endcase
                data_out <= data_temp;   
            end else begin
                error <= 0;
                data_out <= data_re;  
            end
        end
    end
endmodule
==> ./constraint.sdc <==
current_design receiver

set clk_period 1.5
set clk_io_pct 0.2

create_clock -name clk0 -period $clk_period [get_ports {clk}]

set non_clock_inputs [all_inputs -no_clocks]
set_input_delay [expr $clk_period * $clk_io_pct] -clock clk0 $non_clock_inputs
set_output_delay [expr $clk_period * $clk_io_pct] -clock clk0 [all_outputs]
==> ./run.sh <==
#!/bin/bash
# OpenROAD 26Q1-2900-gdf79404cd8, Yosys 0.63+post, stock flow scripts
make -C /OpenROAD-flow-scripts/flow DESIGN_CONFIG=/design/flow/config.mk WORK_HOME=/design/flow/orfs finish
==> ./config.mk <==
export PLATFORM = sky130hd
export DESIGN_NAME = receiver
export DESIGN_NICKNAME = receiver
export VERILOG_FILES = /design/flow/design.v
export SDC_FILE = /design/flow/constraint.sdc
export NUM_CORES = 4
export LEC_CHECK = 1
export CORE_AREA = 10 10 101 101
export DIE_AREA = 0 0 111 111
==> impl_metrics.csv <==
group,metric,value,unit
route,route.detailed.drc,0,
min_path,hold_path.class,"in -> reg",
final_timing,worst_slack,-0.195,ns
layout,final_area,2190,um2
route,num_antenna_cells,0,
die,dieArea,12300,um2
clocking,clk_latency,0.28,ns
pwr,internal_power,3.59,mW
worst_setup_path,crit_start,"data_re[3]",
route,ant_nets,0,
route,drt_iter0_drc,21,
min_path,holdPathStages,2,
worst_setup_path,reg2reg_to,"data_temp[1]",
worst_setup_path,worstSetupPathType,"in -> reg",
worst_setup_path,worst-path-max-fanout,8,
pwr,switchingPower,1.15,mW
route,via_per_inst,3.22,
clocking,clk_pin_slew_worst_paths,0.07,ns
final_timing,rsz0062_at_grt,"true",
layout,layout-drive-gt1-share,0.591,
layout,layout_top_cells,"dfrtp_1, mux2_4, clkdlybuf4s50_1, buf_4, clkbuf_2",
worst_setup_path,cp-end-kind,"register",
yosys,syn_area,1400,um2
pwr,total_power,4.74,mW
pwr,pwr-share-seq,0.305,
pwr,switching_share,0.243,
die,fp-utilization,0.172,
final_timing,hold_viol_final,0,
pwr,ir_worst_vdd,0.650,mV
layout,area_growth,56.6,%
final_timing,min_period,1.70,ns
die,io_pins,33,
worst_setup_path,crit_path_start_kind,"input pin",
final_timing,holdWs,0.248,ns
yosys,synthCells,76,
yosys,ys_cells,76,
worst_setup_path,rr_worst_depth,1,
clocking,cts_tree,"done",
placement,post-place-ws,-0.878,ns
worst_setup_path,cp_data_required_time,1.67,ns
pwr,power.share.clock,0.179,
route,detail_route.wl_per_cell,12.2,um
min_path,hold_end,"data_out[3]",
worst_setup_path,cp_slowest_cell,"xnor3_1",
worst_setup_path,critical_path.max_stage_delay,0.37,ns
global_routing,grt_usage,0.0466,
route,first_pass_iters,3,
worst_setup_path,path_cells,"buf_8 > xnor3_1 > xnor3_1 > xnor3_2 > buf_12 > buf_12 > mux2_4",
clocking,cts.sinks,31,
final_timing,fmax,0.590,GHz
final_timing,setup_viol,30,
clocking,htree_levels,2,
die,core.rowCount,33,
clocking,clockRootBuffer,"clkbuf_8",
layout,layout_top_cell,"dfrtp_1",
yosys,ys_area,1400,um2
final_timing,slew_violations,0,
final_timing,worst_slew_pin_slew,0.193,ns
layout,fillers,811,
yosys,ys_ff,31,
global_routing,grt_pass1_wl,4700,um
route,vias,762,
die,core_area,8130,um2
die,die_width,111,um
pwr,p_leak,1.06,nW
pwr,powerDensity,2160,nW/um2
run_status,violations,"setup timing",
clocking,numCtsBuffers,5,
global_routing,grt_max_degree,32,
yosys,syn_avg_cell_area,18.4,um2
placement,placed_area,1970,um2
yosys,seq_area_frac_synth,0.555,
pwr,p_comb_frac,0.516,
final_timing,max-slew-margin-rel,0.870,
worst_setup_path,cp.arrival,1.86,ns
min_path,hold_start,"data_re[3]",
yosys,synth_cell_type_count,9,
placement,place.gp.congestion,0.713,
clocking,clockBufferDepth,2,
placement,place_hpwl,2030,um
final_timing,finClkSkew,0.00270,ns
route,wl,2880,um
global_routing,grt_pass1_vias,840,
global_routing,grt.overflow.total,0,
die,fp.dieH,111,um
placement,portBuffers,32,
worst_setup_path,timing.rr.start,"data_temp[1]",
final_timing,post-route-period-util,1.13,
run_status,status,"complete, but fails checks",
flow_run,warning_count,28,
flow_run,drv_cap,0,
yosys,yosys_warnings,11,
worst_setup_path,reg2reg_slack,0.74,ns
global_routing,antenna_found_initial,0,
clocking,hold_buffers,0,
==> cells in the mapped netlist (all sizes together) <==
master / n / area [um2]
xnor2: 7 / 61.3
mux2: 30 / 447
inv: 1 / 3.75
xnor3: 3 / 68.8
dfrtp: 31 / 776
xor2: 1 / 8.76
buf: 3 / 33.8
==> power groups by stage <==
stage,registers (mW),clock network (mW),logic [mW]
5_1_grt,1.50,0.933,2.58
6_report,1.45,0.850,2.44
4_1_cts,1.45,0.885,2.60
==> worst max path at each step <==
stage,cells past startpoint,endpoint,slack [ns]
4_1_cts,7,data_out[1],-0.51
6_report,7,data_temp[3],-0.20
5_1_grt,7,data_temp[5],-0.23
==> area by class of cell <==
class / count / area [um2] / area share
Clock buffer: 6 / 82.6 / 0.0377
Clock inverter: 2 / 35.0 / 0.0160
Inverter: 1 / 3.75 / 0.00171
Sequential cell: 31 / 776 / 0.354
Timing Repair Buffer: 51 / 513 / 0.234
Tap cell: 105 / 131 / 0.0600
Multi-Input combinational cell: 41 / 649 / 0.296
==> layer usage <==
layer	vias to the layer above	track usage	part of all wire
met2	21	0.0715	0.48
met3	4	0.0164	0.063
met5	-	0	0
met1	367	0.0619	0.43
li1	370	-	-
met4	0	0.00955	0.018
==> stage by stage <==
stage          instances   util  TNS, ns
2_1_floorplan         76      -    -7.37
3_3_place_gp         225  0.242   -25.55
3_5_place_dp         225  0.242   -26.76
4_1_cts              237  0.268   -15.25
5_1_grt              237  0.269    -5.91
6_report             237  0.269    -4.92
==> sequential cells by signal, indices dropped and copies added (netlist names) <==
name / count
data_out: 15
data_temp: 15
error: 1
==> kinds of logic after synthesis <==
family                    share of synthesized area
DFF                                           0.555
muxes                                         0.319
buffers and inverters                        0.0268
xor gates and xnor gates                     0.0993
==> critical path, delay by kind of cell <==
family | cells | cell delay [ns]
xor gates and xnor gates | 3 | 0.89
buffers and inverters | 3 | 0.37
muxes | 1 | 0.29
==> timing repair <==
action | CTS | global route
gates cloned | 2 | 0
pin swaps | 5 | 11
setup endpoints to repair | 31 | 31
setup buffers | 2 | 1
hold endpoints to repair | 0 | 0
resized | 23 | 36
Power and IR drop assume default switching activity.
